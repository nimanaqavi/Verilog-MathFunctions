--- flow/design.v ---
module part_LnCO (input clk , rst , start , co, output reg ldx , ldt , init_t , ldE , init_E , counter_en , init_counter , select , Ready );
    reg [2:0] ps , ns ;
    parameter IDLE = 0 , START = 1 , load = 2 , Mult1 = 3 , Mult2 = 4 , adding = 5 ;
    always @( posedge clk or posedge rst ) begin
        if(rst==1)
            ps <= IDLE ;
        else
            ps <= ns ;
    end
    always @( start , ps , co ) begin
         ns = IDLE ;
        { ldx , ldt , init_t , counter_en , init_counter , select , ldE , init_E  , Ready } = 0 ;
        case (ps)
            IDLE: begin
                ns = start ? START : IDLE ;
                Ready = 1 ;
            end
            START: begin
                ns = start ? START : load ;
            end
            load: begin
                ldx = 1 ; init_t = 1 ; init_E = 1 ; init_counter = 1 ;
                ns = Mult1 ;
            end
            Mult1: begin
                ns = Mult2 ;
                select = 1 ; ldt = 1 ;
            end
            Mult2: begin
                select = 0 ; ldt = 1 ;
                ns = adding ;
            end
            adding: begin
                counter_en = 1 ; ldE = 1 ;
                ns = co ? IDLE : Mult1 ;
            end
        endcase
    end
endmodule
module part_Ln (input clk , rst , ldx , ldt , init_t , ldE , init_E , init_counter , counter_en , select , input[15:0] Xbus , output [17:0] out , output co );
    reg[2:0] count ;
    reg [15:0] Mux_in , X_reg , T_reg ;
    wire[15:0] Mux_out ;
    wire[31:0] Mult_out;
    wire [17:0] add_in ;
    reg [17:0] add_out ,E_reg ;
    assign add_in = {2'b00 , T_reg };
    always @(posedge clk , posedge rst) begin
        if(rst==1)
            X_reg <= 0;
        else begin
            if(ldx==1)
                X_reg <= Xbus;
        end
    end
    always @(posedge clk , posedge rst) begin
        if(rst==1)
            T_reg <= 0;
        else begin
            if(init_t==1)
                T_reg <= 16'hFFFF; 
            else begin
                if(ldt==1)
                    T_reg <= Mult_out[31:16]; 
            end
        end
    end
    always @(posedge clk , posedge rst) begin
        if(rst==1)
            E_reg <= 0;
        else begin
            if(init_E==1)
                E_reg <= 18'h0000;
            else begin
                if(ldE==1)
                    E_reg <= add_out ; 
            end
        end
    end
    always @(posedge clk , posedge rst ) begin
        if(rst==1)
            count <= 0 ;
        else begin
            if(init_counter==1)
                count <= 0 ;
            else begin
                if(counter_en==1)
                    count <= count+1; 
            end
        end
    end
    assign co = (count==3'b111) ? 1 : 0 ;
    always @(count) begin
         case (count)
            0: Mux_in = 16'hFFFF;
            1: Mux_in = 16'h8000;
            2: Mux_in = 16'hAAAA;
            3: Mux_in = 16'hC000;
            4: Mux_in = 16'hCCCC;
            5: Mux_in = 16'hD555;
            6: Mux_in = 16'hD999;
            7: Mux_in = 16'hE000;
        endcase
    end
    assign Mux_out = (select==1) ? Mux_in : X_reg ;
    assign Mult_out= Mux_out * T_reg ;
    always @(count) begin 
        case (count)
            0: add_out =  E_reg + add_in ; 
            1: add_out =  E_reg - add_in ; 
            2: add_out =  E_reg + add_in ;
            3: add_out =  E_reg - add_in ; 
            4: add_out =  E_reg + add_in ; 
            5: add_out =  E_reg - add_in ;
            6: add_out =  E_reg + add_in ; 
            7: add_out =  E_reg - add_in ;  
            default: add_out = 0;
        endcase
    end
    assign out = add_out; 
endmodule
module part_Ln_TOP (input clk , rst , start , input [15:0] Xbus , output Ready , output [17:0] RBUS);
    wire ldx , ldt , init_t , ldE , init_E , init_counter , counter_en , select , co ;
    part_Ln uut(clk , rst , ldx , ldt , init_t , ldE , init_E , init_counter , counter_en , select , Xbus , RBUS ,  co );
    part_LnCO ut( clk , rst , start , co, ldx , ldt , init_t , ldE , init_E , counter_en , init_counter , select , Ready );
endmodule
module part_2_TOP (input clk , rst , start , input [1:0] MOD , input [15:0] Xbus , output Ready , output [17:0] RBUS);
    wire ldE ,  init_E1,init_E2 , Done ,Done1 , Done2 , co ;
    wire [2:0] count ;
    wire [17:0] out1 , out2 ;
    reg [17:0] Final_output ;
    reg Ready1;
    part_2_DP uut1( clk , rst , start , ldE , init_E1,init_E2 , Xbus , MOD , Done , co , count , out1 );      
    part_2_CO uut2(  clk , rst , start , Done , co , MOD , count , Done1 , ldE , init_E1,init_E2 );
    part_Ln_TOP uut3( clk , rst , start , Xbus , Done2 , out2 );                                            
    always @( Done1 , Done2 , out1 , out2 ) begin
        case (MOD)
           0 : begin 
            Final_output = out1 ; Ready1 = Done1 ;
           end
           1 : begin 
            Final_output = out1 ; Ready1 = Done1 ;
           end
           2 : begin 
            Final_output = out1 ; Ready1 = Done1 ;
           end
           3 : begin 
            Final_output = out2 ; Ready1 = Done2 ;
           end
        endcase
    end
    assign RBUS = Final_output ;
    assign Ready = Ready1 ;
endmodule
module part_1CO (input clk , rst , start , co, output reg ldx , ldt , Init_t , counter_en , Init_counter , select , Done );   
    reg [2:0] ps , ns ;
    parameter IDLE = 0 , START = 1 , load = 2 , Mult1 = 3 , Mult2 = 4 , adding = 5 ;
    always @( posedge clk or posedge rst ) begin
        if(rst==1)
            ps <= IDLE ;
        else
            ps <= ns ;
    end
    always @( start , ps , co ) begin                  
         ns = IDLE ;
        {ldx , ldt , Init_t , counter_en , Init_counter , select , Done} = 0 ;
        case (ps)                        
            IDLE: begin
                ns = start ? START : IDLE ;
            end
            START: begin
                ns = start ? START : load ;
            end
            load: begin
                ldx = 1 ; Init_t = 1 ; Init_counter = 1 ;
                ns = Mult1;
            end
            Mult1: begin
                ns = Mult2 ;
                select = 1 ; ldt = 1 ;
            end
            Mult2: begin
                select = 0 ; ldt = 1 ;
                ns = adding ;
            end
            adding: begin
                counter_en = 1 ; Done = 1 ;
                ns = co ? IDLE : Mult1 ;
            end
        endcase
    end
endmodule
module part_1 (input clk , rst , ldx , ldt , init_t , init_counter , counter_en , select , input[15:0] Xbus , output [15:0] out , output co , output reg [2:0] count  );
    reg [15:0] Mux_in , X_reg ,T_reg;
    wire[15:0] Mux_out ;
    wire[31:0] Mult_out;
    always @(posedge clk , posedge rst) begin     
        if(rst==1)
            X_reg <= 0;
        else begin
            if(ldx==1)
                X_reg <= Xbus;
        end
    end
    always @(posedge clk , posedge rst) begin     
        if(rst==1)
            T_reg <= 0;
        else begin
            if(init_t==1)
                T_reg <= 16'hFFFF;
            else begin
                if(ldt==1)
                    T_reg <= Mult_out[31:16]; 
            end
        end
    end
    always @(posedge clk , posedge rst ) begin     
        if(rst==1)
            count <= 0 ;
        else begin
            if(init_counter==1)
                count <= 0 ;
                else begin
                    if(counter_en==1)
                        count <= count+1; 
                end
        end
    end
    assign co = (count==3'b111) ? 1 : 0 ;           
    always @(count) begin
         case (count)
            0: Mux_in = 16'hFFFF;
            1: Mux_in = 16'h8000;
            2: Mux_in = 16'h5555;
            3: Mux_in = 16'h4000;
            4: Mux_in = 16'h3333;
            5: Mux_in = 16'h2AAA;
            6: Mux_in = 16'h2492;
            7: Mux_in = 16'h2000;
        endcase
    end
    assign Mux_out = (select==1) ? Mux_in : X_reg ;
    assign Mult_out= Mux_out * T_reg ;
    assign out = T_reg ;                                       
endmodule
module part_1_TOP (input clk , rst , start , input [15:0] Xbus , output [15:0] Tbus , output Done , co , output [2:0] count );        
    wire ldx , ldt , init_t , init_counter , counter_en , select ;
    part_1 par1(clk , rst , ldx , ldt , Init_t , init_counter , counter_en , select , Xbus ,  Tbus ,  co , count );
    part_1CO par2( clk , rst , start , co,  ldx , ldt , Init_t , counter_en , Init_counter , select , Done );
endmodule
module part_2_CO ( input clk , rst , start , Done , co , input [1:0] MOD , input [2:0] count , output reg Ready , ldE , init_E1 , init_E2 );   
    reg[1:0] ns , ps ;
    parameter IDLE = 0 , START = 1 , WAIT = 2 , ADD = 3 ;
    always @( posedge clk , posedge rst ) begin
        if(rst==1)
            ps <= IDLE ;
        else
            ps <= ns ;
    end
    always @( start , Done , ps , co , count ) begin
         ns = 0 ;
        {ldE , init_E2,init_E1, Ready} = 0 ;
        case (ps)
            IDLE: begin
                ns = start ? START : IDLE ;
                Ready = 1 ;
            end
            START: begin
                ns = start ? START : WAIT ;
                if(MOD==1)
                    init_E2 = 1 ;
                else
                    init_E1 = 1 ;
            end
            WAIT: begin
                ns = Done ? ADD : WAIT ;
            end
            ADD: begin                          
                ns = co ? IDLE : WAIT ;
                if(MOD==0)
                    ldE = 1 ;
                else begin
                    if(MOD==1) begin
                        if(count[0]==1)
                            ldE=1;
                    end 
                    else begin
                        if(MOD==2)
                            if(count[0]==0)
                            ldE=1;
                    end
                end
            end
        endcase
    end
endmodule
module part_2_DP (input clk , rst , start , ldE , init_E1,init_E2 , input [15:0] Xbus , input [1:0] MOD , output Done , co , output[2:0] count , output [17:0] RBUS );
    reg [17:0] add_out ;
    wire [15:0] Tbus ;
    reg [17:0] E_reg ;
    wire [17:0] add_in ;
    assign add_in = {2'b00,Tbus} ;    
    part_1_TOP ut( clk , rst , start , Xbus , Tbus , Done , co , count);
    always @(posedge clk , posedge rst) begin          
        if(rst==1)
            E_reg <= 0;
        else begin
            if(init_E1==1)
                E_reg <= 18'h10000 ;
            else begin
                if(init_E2==1)
                    E_reg <= 0 ;
                    else begin
                        if(ldE==1)
                            E_reg <= add_out ;
                    end
            end
        end
    end
    parameter e = 0 , sin = 1 , cos = 2 , ln = 3 ;
    always @(posedge Done ) begin                  
        add_out = 0 ;
        case (MOD)
            e:begin
                    add_out = E_reg + add_in ;
            end
            sin:begin
                if(count===3'b000)
                    add_out = E_reg + add_in; 
                else begin
                    if(count==3'b100)
                        add_out = E_reg + add_in; 
                    else begin
                        if(count===3'b010)
                            add_out = E_reg - add_in; 
                        else begin
                            if(count==3'b110)
                                add_out = E_reg - add_in; 
                        end
                    end
                end
            end 
            cos:begin
                if(count===3'b011)
                    add_out = E_reg + add_in; 
                else begin
                    if(count==3'b101)
                        add_out = E_reg + add_in; 
                    else begin
                        if(count===3'b001)
                            add_out = E_reg - add_in; 
                        else begin
                            if(count==3'b111)
                                add_out = E_reg - add_in; 
                        end
                    end
                end
            end
        endcase
    end
    assign RBUS = E_reg ;                          
endmodule
--- flow/run.sh ---
#!/bin/bash
# OpenROAD 26Q1-2900-gdf79404cd8, Yosys 0.63+post, stock flow scripts
make -C /OpenROAD-flow-scripts/flow DESIGN_CONFIG=/design/flow/config.mk WORK_HOME=/design/flow/orfs finish
--- flow/config.mk ---
export PLATFORM = sky130hd
export DESIGN_NAME = part_2_TOP
export DESIGN_NICKNAME = part_2_TOP
export VERILOG_FILES = /design/flow/design.v
export SDC_FILE = /design/flow/constraint.sdc
export NUM_CORES = 4
export LEC_CHECK = 1
export CORE_UTILIZATION = 30
--- flow/constraint.sdc ---
current_design part_2_TOP

set clk_period 9.5
set clk_io_pct 0.2

create_clock -name clk0 -period $clk_period [get_ports {clk}]

set non_clock_inputs [all_inputs -no_clocks]
set_input_delay [expr $clk_period * $clk_io_pct] -clock clk0 $non_clock_inputs
set_output_delay [expr $clk_period * $clk_io_pct] -clock clk0 [all_outputs]
==> notes.md <==
fresh numbers from the pnr run: TritonCTS buffer count 17, CTS-repair resized insts 0, Dominant flop cell dfrtp_1, die area 0.08289 mm^2, detailed-route wire length between 60 and 70 mm, Worst Setup Start Kind flop, Yosys Chip Area 0.02452 mm^2, initial antenna violation count 0, core footprint between 0.08 and 0.09 mm^2, Post-synth area hogs fa_1 32%, ha_1 13%, dfrtp_1 12%, yosys cell count roughly 2800, Setup violations, final 0, final max-slew violation count 0, row cnt 104, first-pass GRT wire length 105.4 mm, Synth area leader fa_1, worst min path class flop to flop, most frequent cell after synthesis inv_1, MaxCap Viol Count 0, largest net degree at the start of global routing around 52, clk root buf clkbuf_16, crit end category flop, setup total negative slack 0 ps, DIE WIDTH 287.9 um, vias in the first global route about 19000, Max clock buf depth 2, WL/cell about 17 um, unrepaired setup endpoints after global routing no, post-synthesis cell count roughly 2800, Final Hold Viols 0, postcts setup bufs 0, Slowest Stage Delay on Critical Path approximately 740 ps, DRC Markers 0, Total Routing Usage GR 0.1678, Top-area cell share 0.3176, PortBufs 39, Achievable Freq between 100 and 150 MHz, Buf+Inv Stages, Crit Path 4, most used cell, CP fa_1, starting density of the core 0.3040, CP required just under 10000 ps, Max Clock Skew ~14 ps, crit-path max FO 20, DRT iter0 DRCs between 900 and 1000, Slew HR 0.4461, hpwl dp approximately 49 mm, Post-synth EDFFs 0, Antenna Cells 0, Log Warnings approximately 47, FFs w/ async S/R, synth 0.8714, die y size about 290 um, Final ANT Viol Nets 0, global route total overflow 0, RR Startpoint uut3.uut.count[0]$_DFFE_PP0P_, H-Tree Depth 4, Critical-path top delay cell dfrtp_1, register pins left without a clock 18, crit path kind flop to flop, Seq/Total Area, Yosys 0.1393, GP Congestion approximately 0.91, I/O pin cnt roughly 40, hold_sp uut1.ut.par2.ps[1]$_DFF_PP0_, min Tclk post-route roughly 8000 ps, Reg clk slew, reported paths 70 ps, Latency at later pin between 400 and 500 ps, number of unconstrained endpoints 18, via count roughly 18000, CTS tree done, CP arrival 8300 ps, drt pass-1 iters 13, FF+latch count, synth about 140, CP Launch Point uut3.uut.count[0]$_DFFE_PP0P_, delay-heaviest family, CP adder cells, crit share post-route 0.8403, YS warnings 10, slew at the pin closest to its max-slew limit approximately 830 ps, commonest cells in the netlist 513 x inv_1, 389 x fa_1, 382 x nand2_1, Hold Buf Count CTS 0, layout cells sized above 1 0.05315, crit-path cells inv_1 > ha_1 > nand2_1 > nand3_1 > o21a_1 > nand2_1 > fa_1 > fa_1 > fa_1 > inv_1 > fa_1 > fa_1 > inv_1 > fa_1 > inv_1 > ha_1 > nor2_1 > a311oi_1 > a211o_1 > a41oi_2 > o41ai_2 > a31oi_1 > xnor2_1 > a21oi_1, Vias/cell roughly 4.8, syn avg cell area 8.853 um^2, synth-to-layout area growth 9.153%, status complete, no violations, post-synthesis cell area 0.02452 mm^2, Unique cell types between 70 and 80
worst reg2reg max path: stages (launching register included):
cell      delay [ps]
dfrtp_1          740
inv_1            160
ha_1             370
nand2_1           80
nand3_1          140
o21a_1           670
nand2_1          180
fa_1             540
fa_1             510
fa_1             520
inv_1             60
fa_1             440
fa_1             520
inv_1             50
fa_1             470
inv_1             50
ha_1             390
nor2_1            70
a311oi_1         360
a211o_1          240
a41oi_2          290
o41ai_2          590
a31oi_1          170
xnor2_1          170
a21oi_1           80
placed cells by master (no fill, tap or decap), types with 22 or more instances in the layout:
cell             netlist  routed
inv_1                513     512
fa_1                 389     389
nand2_1              382     382
ha_1                 262     262
and2_1               211     211
nor2_1               131     130
dfrtp_1              119     118
a21oi_1              107     107
o21ai_0               60      57
buf_4                  0      50
xnor2_1               47      47
mux2_2                40      40
clkdlybuf4s50_1        0      39
nand3_1               31      31
a21o_1                31      31
o21a_1                22      22
final timing paths:
kind | to | cells past startpoint | slack (ps)
max | uut3.uut.T_reg[15]$_DFFE_PP0P_ | 24 | 1520
min | uut1.ut.par2.ps[4]$_DFF_PP0_ | 0 | 430
max reg2reg | uut3.uut.T_reg[15]$_DFFE_PP0P_ | 24 | 1520
min reg2reg | uut1.ut.par2.ps[4]$_DFF_PP0_ | 0 | 430
max in group asynchronous | uut3.uut.T_reg[7]$_DFFE_PP0P_ | 3 | 6600
min in group asynchronous | uut1.ut.par1.T_reg[6]$_DFFE_PP0P_ | 2 | 1870
routing by layer:
| metal | wire, um | track usage | vias up |
|---|---|---|---|
| li1 | - | - | 8638 |
| met4 | 1241 | 0.02659 | 0 |
| met5 | 0 | 0 | - |
| met3 | 6091 | 0.06686 | 67 |
| met1 | 28040 | 0.2373 | 8978 |
| met2 | 27940 | 0.2526 | 546 |
area by class of cell:
cell class,instances,area (um^2)
clock buffer,17,425.4
fill,8237,53910
clock inverter,15,181.4
multi-input combinational,1992,18720
inverter,513,1931
timing repair buffer,89,765.7
sequential,140,3418
tap,1060,1326
metrics by stage:
stage	instances	utilization	hold slack (ps)	setup WS, ps	cell area [um^2]
final	3826	0.3318	429.9	1517	26770
after global routing	3826	0.3318	454.2	986.3	26770
after CTS	3826	0.3318	426.7	1512	26770
after detailed placement	3794	0.3243	418.4	1576	26160
after global placement	3794	0.3243	413.8	1528	26160
after floorplan	2770	-	364.0	2494	24520
kinds of logic (layout without fill, tap and decap cells):
logic type      Yosys count  in the layout  share of synthesized area
simple gates            850            850                     0.1634
buf+inv                 638            634                    0.09781
mux                      59             59                    0.02612
xor+xnor                 66             66                    0.02357
fa+ha+maj               651            651                     0.4512
compound gates          366            366                    0.09853
flops                   140            140                     0.1393
